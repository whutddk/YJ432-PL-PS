## ./config.mk

```make
export PLATFORM = sky130hd
export DESIGN_NAME = perip_SRAM
export DESIGN_NICKNAME = perip_SRAM
export VERILOG_FILES = /design/flow/design.v
export SDC_FILE = /design/flow/constraint.sdc
export NUM_CORES = 4
export LEC_CHECK = 1
export CORE_AREA = 10 10 110 110
export DIE_AREA = 0 0 120 120
```

## ./constraint.sdc

```tcl
current_design perip_SRAM

set clk_period 1.1
set clk_io_pct 0.2

create_clock -name clk0 -period $clk_period [get_ports {CLK}]

set non_clock_inputs [all_inputs -no_clocks]
set_input_delay [expr $clk_period * $clk_io_pct] -clock clk0 $non_clock_inputs
set_output_delay [expr $clk_period * $clk_io_pct] -clock clk0 [all_outputs]
```

## ./design.v

```verilog
`timescale 1ns / 1ps
module perip_SRAM # (
		parameter ADDRW = 20,
		parameter DATAW = 16
	)
	( 
		input CLK,
		input RSTn,
		input mode_R1_W0,
		input [ADDRW-1:0] SRAM_ADDR_Stream,
		input [DATAW-1:0] SRAM_DATA_IN_Stream,
		output [DATAW-1:0] SRAM_DATA_OUT_Stream,
		output SRAM_OE_Pin,
		output SRAM_WR_Pin,
		output SRAM_CS_Pin,
		output [ADDRW-1:0] SRAM_ADDR_Pin,
		output [DATAW-1:0] SRAM_DATA_IN_Pin,
		input [DATAW-1:0] SRAM_DATA_OUT_Pin
);
wire [ADDRW-1:0] address_Din;
wire [ADDRW-1:0] address_Qout;
yj_basic_reg_clk_p # (
		.DW(ADDRW),
		.RSTVAL(1'b0)
	)
	address_reg
	(
		.CLK(CLK),
		.RSTn(RSTn),
		.din(address_Din),
		.qout(address_Qout)
);
assign address_Din = SRAM_ADDR_Stream;
assign SRAM_ADDR_Pin = address_Qout;
wire [DATAW-1:0] dataRead_Din;
wire [DATAW-1:0] dataRead_Qout;
yj_basic_reg_clk_p # (
		.DW(DATAW),
		.RSTVAL(1'b0)
	)
	dataRead_reg
	(
		.CLK(CLK),
		.RSTn(RSTn),
		.din(dataRead_Din),
		.qout(dataRead_Qout)
);
assign dataRead_Din = (mode_R1_W0 == 1'b1) ? SRAM_DATA_OUT_Pin : dataRead_Qout;
assign SRAM_DATA_OUT_Stream = dataRead_Qout;
wire [DATAW-1:0] dataWrite_Din;
wire [DATAW-1:0] dataWrite_Qout;
yj_basic_reg_clk_p # (
		.DW(DATAW),
		.RSTVAL(1'b0)
	)
	dataWrite_reg
	(
		.CLK(CLK),
		.RSTn(RSTn),
		.din(dataWrite_Din),
		.qout(dataWrite_Qout)
);
assign dataWrite_Din = (mode_R1_W0 == 1'b0) ? SRAM_DATA_IN_Stream : dataWrite_Qout;
assign SRAM_DATA_IN_Pin = dataWrite_Qout;
assign SRAM_WR_Pin = mode_R1_W0;
assign SRAM_OE_Pin = 1'b0;
assign SRAM_CS_Pin = 1'b0;
endmodule
`timescale 1 ns / 1 ps
module yj_basic_reg_clk_p # (
		parameter DW = 32,
		parameter RSTVAL = 1'b0
	)
	(
		input CLK,
		input RSTn,
		input  [ DW-1:0 ] din,
		output [ DW-1:0 ] qout
);
reg [DW-1:0] qout_Reg;
assign qout = qout_Reg;
always @( posedge CLK or negedge RSTn ) begin
	if ( !RSTn ) begin
		qout_Reg <= { DW { RSTVAL } };
	end
	else begin
		qout_Reg <= #1 din;
	end
end
endmodule
module yj_basic_reg_clk_n # (
		parameter DW = 32,
		parameter RSTVAL = 1'b0
	)
	(
		input CLK,
		input RSTn,
		input  [ DW-1:0 ] din,
		output [ DW-1:0 ] qout
);
reg [DW-1:0] qout_Reg;
assign qout = qout_Reg;
always @( negedge CLK or negedge RSTn ) begin
	if ( !RSTn ) begin
		qout_Reg <= { DW { RSTVAL } };
	end
	else begin
		qout_Reg <= #1 din;
	end
end
endmodule
module yj_basic_signal_2lever_sync # 
	(
		parameter DW = 32
	) 
	(
	input	CLK,
	input	RSTn, 
	input  [DW-1:0] din,
	output [DW-1:0] dout
);
	wire [DW-1:0] sync_dat [1:0];
    yj_basic_reg_clk_p #(.DW(DW),.RSTVAL(1'b0)) sync_1lever(CLK, RSTn, din, sync_dat[0]);
    yj_basic_reg_clk_p #(.DW(DW),.RSTVAL(1'b0)) sync_2lever(CLK, RSTn, sync_dat[0], sync_dat[1]);
	assign dout = sync_dat[1];
endmodule
```

## ./run.sh

```bash
#!/bin/bash
# OpenROAD 26Q1-2900-gdf79404cd8, Yosys 0.63+post, stock flow scripts
make -C /OpenROAD-flow-scripts/flow DESIGN_CONFIG=/design/flow/config.mk WORK_HOME=/design/flow/orfs finish
```

==> results.txt <==
fresh numbers from the pnr run: clock buffer depth=2, worst-skew pair later-pin latency=roughly 0.30 ns, DR vias=1178, FF+latch count, synth=52, Core Util, Final=between 30% and 40%, Iteration-0 DRC Markers=20, Bufs and invs on worst path=2, CTS tree=yes, root buf cell=clkbuf_8, yosys warns=2, total gr overflow=0, post-synth cell types=7, outcome=finished, violations left, first-pass GRT wire length=around 8.1 mm, Crit Path Class=input pin to output pin, worst hold-check path type=input pin to async pin, Synth Cell Area=1870 µm², worst path required time=roughly 0.9 ns, Num CTS Buffers=5, Setup crit start kind=input pin, Clock Sinks=roughly 52, Worst Setup End Kind=output pin, chip area in the Yosys report=roughly 1900 µm², DR DRC count=0, crit path time final=between 1 and 1.5 ns, # rows=36, cell chain of the critical path=clkbuf_4 -> clkdlybuf4s50_1, drt wl/cell=14.4 µm, Worst-path clk slew=0.10 ns, Final Skew=0 ns, DRT Wirelength=4.98 mm, Initial Util=a little under a fifth, Fin. Hold Viols=approximately 52, Final WS setup=about 0.04 ns, initial antenna violation count=0, Vias/cell=between 3 and 4, CP arrival=roughly 0.84 ns, CTS H-tree depth=2, Placer Congestion=0.682, Slew Limit Fails=0, maximum fanout along the worst path=3, die height=about 120 µm, Area Overhead vs Synth=59.4%, total placed cells including tap cells=approximately 330, Final Non-Filler Cells=between 300 and 400, syn avg cell area=a little over 20 µm², post-synthesis sequential area ratio=between 60% and 70%, Crit path max-delay family=buffers and inverters, cells in synth_stat.txt=roughly 92, share of cells above drive strength 1=around half, cycle use final=~96%, Hold WS=-0.144 ns, GRT Total Usage=6.90%, Tool Warnings=28, unrepaired setup endpoints after global routing=yes, Port Buf Inserts=107, Crit-path slowest cell=clkdlybuf4s50_1, Antenna diodes=0, die area=14400 µm², vias in the first global route=1378, largest net degree at the start of global routing=about 53, antenna viol nets, final=0, DP HPWL=about 3.8 mm, Leak=about 0.0014 µW, failing checks=hold timing, Fmax achieved=between 0.9 and 1 GHz, # IOs=roughly 110, slowest stage delay, CP=between 0.4 and 0.5 ns, die width=approximately 120 µm, Core Box Area=around 9800 µm², Setup violations, final=0, Pwr Density=roughly 1300 nW/µm², max-cap violations=0, pre-CTS setup slack=0.0160 ns, Peak VDD IR=0.536 mV, Synth Instances=just over 90, Pre-antenna DRT Iters=2
[repair_timing]
item	4_1_cts	5_1_grt
gates cloned	0	0
buffers inserted	9	1
gates resized	160	2
setup endpoints to repair	52	6
hold endpoints to repair	52	52
[cells in the mapped netlist]
library cell | instances | area share (%)
conb_1 | 1 | 0.20
mux2_4 | 30 | 24
dfrtp_1 | 52 | 70
mux2_2 | 2 | 1.2
buf_6 | 1 | 0.60
buf_4 | 3 | 1.2
buf_12 | 3 | 3.2
[cell families (layout without fill, tap and decap cells)]
group	Yosys count	count (layout)	share of synthesized area [%]
buf+inv	7	128	5.01
flops	52	52	69.5
other cells	1	2	0.200
mux	32	32	25.3
[worst paths after layout]
check | from | to | slack (ns) | depth (start not counted)
max | mode_R1_W0 | SRAM_WR_Pin | 0.04 | 2
min | RSTn | dataRead_reg.qout_Reg[13] | -0.14 | 2
max reg2reg | dataRead_reg.qout_Reg[12] | dataRead_reg.qout_Reg[12] | 0.22 | 2
min reg2reg | dataWrite_reg.qout_Reg[2] | dataWrite_reg.qout_Reg[2] | 0.51 | 1
max in group asynchronous | RSTn | dataWrite_reg.qout_Reg[13] | 0.96 | 2
min in group clk0 | SRAM_ADDR_Stream[7] | address_reg.qout_Reg[7] | 0.33 | 1
[where the power goes]
part           internal, µW  total [µW]  switching (µW)
clock network           482        1190             711
registers              2060        2130            63.6
logic                   496         670             174
[layout make-up]
class                      count  area, µm²
fill                        1010       6790
clock buffer                   5       68.8
timing repair buffer         120        938
clock inverter                 3       28.8
multi-input combinational     34        480
sequential                    52       1300
tap                          133        166
[state kept, by name, indices dropped and copies added, names as in the netlist]
| name | count |
|---|---|
| dataWrite_reg.qout_Reg | 16 |
| dataRead_reg.qout_Reg | 16 |
| address_reg.qout_Reg | 20 |
[stage by stage]
step           hold slack (ns)  TNS, ns  power, µW  area (µm²)
2_1_floorplan          -0.0756        0       2370        1880
3_3_place_gp             0.237        0       2950        3070
3_5_place_dp             0.239        0       2960        3070
4_1_cts                 -0.113        0       4110        2980
5_1_grt                 -0.108  -0.0316       4240        2980
6_report                -0.144        0       3990        2980
[cells in the final DEF (no fill, tap or decap)]
cell             instances
clkdlybuf4s50_1         53
dfrtp_1                 52
buf_2                   52
mux2_4                  30
buf_4                   10
clkbuf_8                 5
buf_12                   3
mux2_2                   2
conb_1                   2
inv_6                    2
inv_8                    1
clkbuf_4                 1
clkbuf_2                 1
[layer usage]
layer / routed length (µm) / global-route usage, %
met1: 1990 / 8.95
met2: 2370 / 10.5
met3: 575 / 3.62
met4: 42 / 0.679
met5: 0 / 0
No activity file was given, so power comes from the tool's default toggle rates.
